==> flow/design.v <==
module SSE (
	input logic clk, rst, stop,
	input logic [31:0] A, B,
	output logic ready, next,
	output logic [31:0] Y
);
	logic [2:0] state;
	parameter idle = 3'd0, subtract = 3'd1, multiply = 3'd2, add = 3'd3, stopped = 3'd4;
	logic [31:0] difference, product;
	logic [4:0] wc;
	logic start1, ready1, busy1, start2, ready2, busy2, start3, ready3, busy3;
	adder_fp adder1 (
		.clk(clk), .start(start1), .op(1),
		.A(A), .B(B),
		.ready(ready1), .busy(busy1),
		.Y(difference)
	);
	multiplier_fp multiplier1 (
		.clk(clk), .start(start2),
		.A(difference), .B(difference),
		.ready(ready2), .busy(busy2),
		.Y(product)
	);
	adder_fp adder2 (
		.clk(clk), .start(start3), .op(0),
		.A(Y), .B(product),
		.ready(ready3), .busy(busy3),
		.Y(Y)
	);
	always_ff @(posedge clk) begin
		if(rst) begin
			Y <= 0;
			state <= idle;
			ready <= 0;
			wc <= 0;
		end
		case(state)
			idle: begin
				if (!busy1) begin
					start1 <= 1;
					state <= subtract;
					next <= 0;
				end
			end
			subtract: begin
				if (!busy1 && !start1) begin
					if( wc == 1 ) begin
						wc <= wc + 1;
					end
					else if (wc == 2) begin
						next <= 1;
						wc <= wc + 1;
					end
					else begin
						wc <= 0;
						start1 <= 1;
						start2 <= 1;
						state <= multiply;
						next <= 0;
					end 
				end
				else begin
					start1 <= 0;
					next <= 0;
					wc <= 1;
				end
			end
			multiply: begin
				if (!busy1 && !busy2 && !start1 && !start2) begin
					if (wc == 1) begin
						wc <= wc + 1;
					end		
					if (wc == 2) begin
						next <= 1;
						wc <= wc + 1;
					end
					else if (wc == 3) begin
						wc <= 0;
						start1 <= 1;
						start2 <= 1;
						start3 <= 1;
						state <= add;
						next <= 0;
					end
				end
				else begin
					start1 <= 0;
					start2 <= 0;
					next <= 0;
					wc <= 1;
				end
			end
			add: begin
				if ((!busy1 && !busy2 && !busy3) && !(start1 || start2 || start3)) begin
					if(stop) begin
						if(wc == 1) begin
							wc <= wc + 1;
						end
						else if (wc == 2) begin
							start1 <= 0;
							start2 <= 1;
							start3 <= 1;
							wc <= wc + 1;
						end
						else if (wc == 3) begin
							wc <= wc + 1;
						end
						else if (wc == 4) begin
							start1 <= 0;
							start2 <= 0;
							start3 <= 1;
							wc <= wc + 1;
						end
						else begin
							start1 <= 0;
							start2 <= 0;
							start3 <= 0;
							state <= stopped;
							ready <= 1;
						end
						next <= 0;
					end
					else begin
						if (wc == 1) begin
							wc <= wc + 1;
						end				
						else if (wc == 2) begin
							next <= 1;
							wc <= wc + 1;						end
						else begin
							wc <= 0;
							start1 <= 1;
							start2 <= 1;
							start3 <= 1;
							next <= 0;
						end
					end
				end
				else begin
					if( wc < 1) begin
						wc <= 1;
					end
					start1 <= 0;
					start2 <= 0;
					start3 <= 0;
					next <= 0;
				end
			end
			stopped: begin
				wc <= 0;
			end
		endcase
	end
endmodule
module adder_fp(
	input logic clk, start, op,
	input logic [31:0] A, B,
	output logic ready, busy,
	output logic [31:0] Y	
);
	logic [3:0] state = 4'd0;  
	parameter idle = 4'd0, checks = 4'd1, operation = 4'd2, addition = 4'd3, subtraction = 4'd4, leadingZero = 4'd5, 
		finished = 4'd6;
	logic A_sign, B_sign, isSet, group2;
	logic [23:0] A_mantissa, B_mantissa, final_mantissa;
	logic [7:0] A_exponent, B_exponent, final_exponent;
	logic [24:0] output_mantissa;
	always_ff @(posedge clk) begin
		case(state)
			idle: begin
				ready <= 0;
				busy <= 0;
				if (start) begin
					state <= checks;
					A_sign <= A[31];
					A_exponent <= A[30:23];
					A_mantissa <= {1'b1, A[22:0]};
					B_sign <= B[31];
					B_exponent <= B[30:23];
					B_mantissa <= {1'b1, B[22:0]};
					isSet <= 0;
					group2 <= 0;
				end
			end
			checks: begin
				busy <= 1;
				if(((A_exponent == 8'b11111111) && (A_mantissa[22:0] > 0)) || ((B_exponent == 8'b11111111) && (B_mantissa[22:0] > 0))) begin
					Y <= {1'b0,8'b11111111,22'b0,1'b1};
					isSet <= 1;
					state <= finished;
				end
				else if ((A_exponent == 8'b11111111 && A_mantissa[22:0] == 0) && (B_exponent == 8'b11111111 && B_mantissa[22:0] == 0)) begin
					if (A_sign == B_sign) begin
						Y <= A;
						isSet <= 1;
						state <= finished;
					end
					else begin
						Y <= {1'b0,8'b11111111,22'b0,1'b1};
						isSet <= 1;
						state <= finished;
					end
				end
				else if (A_exponent == 8'b11111111 && A_mantissa[22:0] == 0) begin
					Y <= A;
					isSet <= 1;
					state <= finished;
				end
				else if (B_exponent == 8'b11111111 && B_mantissa[22:0] == 0) begin
					Y <= B;
					isSet <= 1;
					state <= finished;
				end
				else begin
					if (A_exponent < B_exponent) begin
						A_mantissa <= A_mantissa >> (B_exponent - A_exponent);
						final_exponent <= B_exponent;
					end
					else begin 
						B_mantissa <= B_mantissa >> (A_exponent - B_exponent);
						final_exponent <= A_exponent;
					end
					state <= operation;
				end
			end
			operation: begin
					if ((!op && !A_sign && !B_sign) || (!op && A_sign && B_sign) || (op && !A_sign && B_sign) || (op && A_sign && !B_sign)) begin
						output_mantissa <= A_mantissa + B_mantissa;
						state <= addition;
					end
					else begin
						group2 <= 1;
						state <= subtraction;
					end
			end
			addition: begin
				if (output_mantissa[24] == 1) begin
					final_exponent <= final_exponent + 1;
					if (output_mantissa[0] == 1) begin
						final_mantissa <= output_mantissa[24:1] + 1;
					end
					else begin
						final_mantissa <= output_mantissa[24:1];
					end
					if (final_exponent == 255) begin
						final_mantissa <= 0;
					end
				end
				else begin
					final_mantissa <= output_mantissa[23:0];
				end
				state <= finished;
			end
			subtraction: begin
				if (A_mantissa < B_mantissa) begin 
					output_mantissa <= B_mantissa - A_mantissa;
					state <= leadingZero;
				end
				else if (B_mantissa < A_mantissa) begin
					output_mantissa <= A_mantissa - B_mantissa;
					state <= leadingZero;
				end
				else begin
						Y <= 0;
						state <= finished;
				end
			end
			leadingZero: begin
				if (output_mantissa[23] != 0) begin
					final_mantissa <= output_mantissa[23:0];
					state <= finished;
				end
				else begin
					output_mantissa <= output_mantissa << 1;
					final_exponent <= final_exponent - 1;
					state <= leadingZero;
				end
			end
			finished: begin
				if (isSet) begin
				end
				else if ((A_mantissa < B_mantissa) && group2 ) begin
					Y <= {!A_sign, final_exponent, final_mantissa[22:0]};
				end
				else begin
					Y <= {A_sign, final_exponent, final_mantissa[22:0]};
				end
				ready <= 1;
				state <= idle; 
			end
		endcase
	end
endmodule
module multiplier_fp(
	input logic clk, start,
	input logic [31:0] A, B,
	output logic ready, busy,
	output logic [31:0] Y
);
	logic [3:0] state = 4'd0;  
	parameter idle = 4'd0, checks = 4'd1, normalize = 4'd2, round = 4'd3, stillnormalized = 4'd4, finished = 4'd5;
	logic A_sign, B_sign, isSet;
	logic [23:0] A_mantissa, B_mantissa;
	logic [24:0] final_mantissa;
	logic [7:0] A_exponent, B_exponent;
	logic signed [9:0] final_exponent;
	logic [47:0] output_mantissa;
	always_ff @(posedge clk) begin
		case(state)
			idle: begin
				ready <= 0;
				busy <= 0;
				if (start) begin
					state <= checks;
					A_sign <= A[31];
					A_exponent <= A[30:23];
					A_mantissa <= {1'b1, A[22:0]};
					B_sign <= B[31];
					B_exponent <= B[30:23];
					B_mantissa <= {1'b1, B[22:0]};
					isSet <= 0;
				end
			end
			checks: begin
				busy <= 1;
				if(((A_exponent == 8'b11111111) && (A_mantissa[22:0] > 0)) || ((B_exponent == 8'b11111111) && (B_mantissa[22:0] > 0))) begin
					Y <= {1'b0,8'b11111111,22'b0,1'b1};
					isSet <= 1;
					state <= finished;
				end
				else if ((A_exponent == 8'b11111111 && A_mantissa[22:0] == 0) && (B_exponent == 8'b11111111 && B_mantissa[22:0] == 0)) begin
					if (A_sign == B_sign) begin
						Y <= A;
						isSet <= 1;
						state <= finished;
					end
					else begin
						Y <= {1'b0,8'b11111111,22'b0,1'b1};
						isSet <= 1;
						state <= finished;
					end
				end
				else if (A_exponent == 8'b11111111 && A_mantissa[22:0] == 0) begin
					Y <= A;
					isSet <= 1;
					state <= finished;
				end
				else if (B_exponent == 8'b11111111 && B_mantissa[22:0] == 0) begin
					Y <= B;
					isSet <= 1;
					state <= finished;
				end
				else begin
					final_exponent <= (A_exponent + B_exponent) - 127;
					output_mantissa <= A_mantissa * B_mantissa;
					state <= normalize;
				end
			end
			normalize: begin
				if((final_exponent > 254) || (final_exponent < 1)) begin
					Y <= {1'b0,8'b11111111,22'b0,1'b1};
					state <= finished;
					isSet <= 1;
				end
				else if (output_mantissa[47] == 1) begin
					final_exponent <= final_exponent + 1;
					output_mantissa <= output_mantissa >> 23;
					state <= round;
				end
				else begin
					final_mantissa <= output_mantissa[46:23];
					state <= finished;
				end
			end
			round: begin
				if(final_exponent[8] == 1) begin
					Y <= {1'b0,8'b11111111,22'b0,1'b1};
					state <= finished;
					isSet <= 1;
				end
				else begin
					if (output_mantissa[0] == 1) begin
						final_mantissa <= output_mantissa[24:1] + 1;
					end
					else begin
						final_mantissa <= output_mantissa[24:1];
					end
				end
				state <= stillnormalized;
			end
			stillnormalized: begin
				if(final_exponent[8] == 1) begin
					Y <= {1'b0,8'b11111111,22'b0,1'b1};
					state <= finished;
					isSet <= 1;
				end
				else if(final_mantissa[24] == 1) begin
					if (final_mantissa[0] == 0) begin
						final_mantissa <= final_mantissa >> 1;
						final_exponent <= final_exponent + 1;
						state <= finished;
					end
					else begin
						final_mantissa <= final_mantissa[24:1] + 1;
						final_exponent <= final_exponent + 1;
						state <= stillnormalized;
					end
				end
				else begin
					state <= finished;
				end
			end
			finished: begin
				if (isSet) begin
				end
				else if( A_sign == B_sign ) begin
					Y <= {1'b0, final_exponent[7:0], final_mantissa[22:0]};
				end
				else begin
					Y <= {1'b1, final_exponent[7:0], final_mantissa[22:0]};
				end
				ready <= 1;
				state <= idle;
			end
		endcase
	end
endmodule
==> flow/run.sh <==
#!/bin/bash
# OpenROAD 26Q1-2900-gdf79404cd8, Yosys 0.63+post, stock flow scripts
make -C /OpenROAD-flow-scripts/flow DESIGN_CONFIG=/design/flow/config.mk WORK_HOME=/design/flow/orfs finish
==> flow/config.mk <==
export PLATFORM = sky130hd
export DESIGN_NAME = SSE
export DESIGN_NICKNAME = SSE
export VERILOG_FILES = /design/flow/design.v
export SDC_FILE = /design/flow/constraint.sdc
export NUM_CORES = 4
export LEC_CHECK = 1
export CORE_UTILIZATION = 50
==> flow/constraint.sdc <==
current_design SSE

set clk_period 16.1
set clk_io_pct 0.2

create_clock -name clk0 -period $clk_period [get_ports {clk}]

set non_clock_inputs [all_inputs -no_clocks]
set_input_delay [expr $clk_period * $clk_io_pct] -clock clk0 $non_clock_inputs
set_output_delay [expr $clk_period * $clk_io_pct] -clock clk0 [all_outputs]
==> results.json <==
{
  "holdBufCountCts": 0,
  "port_buffers": 68,
  "tightest_slew_ns": 1.04,
  "r2r_start": "multiplier1.A_mantissa[5]",
  "grt_pass1_wl_um": 208000,
  "finalClockPeriodUsage_pct": 50.5,
  "top_area_cell": "edfxtp_1",
  "viasPerCell": 5.72,
  "area_delta_synth_final_pct": 7.21,
  "final_util_pct": 54.3,
  "num-fill-cells": 8457,
  "grt_max_degree": 50,
  "cp-start-kind": "flop",
  "clkSinkCount": 411,
  "worstSetupEndpoint": "multiplier1.output_mantissa[47]",
  "min_path_type": "flop to flop",
  "synth-area-yosys_mm2": 0.0466,
  "rows": 111,
  "routed_wl_um": 132000,
  "crit_type": "flop to flop",
  "post_cts_buffers": 0,
  "warning_count": 138,
  "core-area_mm2": 0.0919,
  "cts-resized-gates": 0,
  "wire_per_inst_um": 21.1,
  "reg2reg_depth": 25,
  "die_width_um": 307,
  "worstReg2RegEnd": "multiplier1.output_mantissa[47]",
  "yosysTopAreaCellShare_pct": 25.8,
  "ys_cells": 5015,
  "fin_area_mm2": 0.0499,
  "synth.area.top_cells": "edfxtp_1 26%, fa_1 19%, ha_1 9.5%",
  "setup_viol": 0,
  "die.size.y_um": 307,
  "chip_area_mm2": 0.0944,
  "hold_viol": 0,
  "final_antenna_net_count": 0,
  "drtIter0Drc": 2402,
  "overflow": 0,
  "yosysSeqAreaShare_pct": 26.3,
  "netlist_instances": 5015,
  "critical_path_arrival_ns": 8.54,
  "cap_violations": 0,
  "cts_tree": "done",
  "vias": 35884,
  "edf_count": 400,
  "ios": 101,
  "grt_pass1_vias": 35960,
  "place_area_mm2": 0.0483,
  "clock-root-buffer": "clkbuf_16",
  "fp-utilization_pct": 50.7,
  "slew_viol_final": 0,
  "clock_latency_ns": 0.61,
  "syn_area_mm2": 0.0466,
  "clockBufferDepth": 3,
  "htree_levels": 2,
  "flop_cell": "edfxtp_1",
  "syn_avg_cell_area_um2": 9.29,
  "fin_setup_tns_ns": 0,
  "final.setup_skew_ns": 0.0562,
  "cp.required_ns": 16.50,
  "cts_buffers": 50,
  "rsz0062_at_grt": "no",
  "lay_top_count": "inv_1",
  "hp-start": "multiplier1.Y[26]",
  "synth-seq-cells": 411,
  "dp_hpwl_um": 105000,
  "place.gp.congestion": 0.995,
  "path_clk_slew_ns": 0.06,
  "antenna_found_initial": 2,
  "startpoint": "multiplier1.A_mantissa[5]",
  "fmaxAchievable_ghz": 0.123,
  "reg2reg_setup_slack_ns": 7.97,
  "period_minus_slack_ns": 8.13,
  "yosysWarnings": 69,
  "ys_async_sr_fraction_pct": 0,
  "end_kind": "flop",
  "layout-drive-gt1-share_pct": 5.91,
  "path_max_fanout": 19,
  "relSlewSlack_pct": 29.7,
  "layout_top_cells": "806 x inv_1, 517 x nand2_1, 432 x fa_1",
  "status": "completed",
  "track_usage_pct": 30.7,
  "ys_types": 115,
  "route.detailed.drc": 0,
  "firstDrtPassIters": 7
}
## layout make-up
class                      count  area, um2  area share, %
multi-input combinational   3554      30100           60.4
inverter                     813       3050           6.11
tap                         1243       1560           3.11
antenna                        2       5.00         0.0100
clock inverter                36        327          0.654
clock buffer                  57       1300           2.60
sequential                   411      12200           24.5
timing repair buffer         153       1320           2.64
## per-layer routing
metal | track usage [%] | up-vias | part of all wire [%]
met2 | 46.0 | 1370 | 46
met1 | 46.8 | 17268 | 42
met4 | 6.92 | 4 | 2.9
met3 | 9.36 | 211 | 8.9
met5 | 0.465 | - | 0.058
li1 | - | 17031 | -
## Yosys cell counts (69+ instances only)
cell and n:
a21o_1 126, a21oi_1 296, and2_1 86, clkbuf_1 176, edfxtp_1 400, fa_1 432, ha_1 352, inv_1 806
mux2i_1 85, nand2_1 517, nand3_1 77, nor2_1 309, nor3_1 69, o21ai_0 208, xnor2_1 86
## metrics by stage
stage / instances / hold WS, ns / setup slack (ns)
finish: 6269 / 0.419 / 7.97
global placement: 6174 / 0.402 / 8.15
detailed placement: 6174 / 0.405 / 8.05
floorplan: 5046 / 0.400 / 8.62
CTS: 6267 / 0.420 / 7.97
global route: 6267 / 0.431 / 7.53
## cells by family after synthesis
family | share of synthesized area [%]
AND-OR/OR-AND | 16.3
XOR/XNOR | 2.70
adder cells (fa/ha/maj) | 28.0
buffers and inverters | 9.39
flip-flops | 26.3
multiplexers | 4.09
other | 0.00805
AND/OR/NAND/NOR | 13.2
## critical path, stage by stage, from the launching register on
cell and delay (ns):
edfxtp_1 0.32, buf_4 0.26, clkinv_1 0.46, nor2_1 0.32, fa_1 0.48, fa_1 0.51
inv_1 0.05, fa_1 0.52, inv_1 0.05, fa_1 0.47, fa_1 0.51, fa_1 0.51
inv_1 0.06, fa_1 0.53, inv_1 0.07, ha_1 0.39, a21o_1 0.22, o21ba_2 0.22
o21ai_0 0.10, a31oi_1 0.25, o22ai_1 0.12, a211o_1 0.37, o31ai_1 0.43, a21oi_1 0.14
or3_1 0.38, a21oi_1 0.15
## flip-flops by register name, summed over array words and instances, names as in the netlist, 3 cells and up
signal	flops
adder1.B_mantissa	24
adder1.A_mantissa	24
multiplier1.A_mantissa	23
adder1.state	3
adder1.final_exponent	8
multiplier1.Y	32
multiplier1.output_mantissa	48
multiplier1.state	3
adder2.state	3
adder2.output_mantissa	24
multiplier1.A_exponent	8
adder1.A_exponent	8
adder2.A_mantissa	24
wc	5
adder1.final_mantissa	23
adder2.B_exponent	8
adder2.B_mantissa	24
adder1.output_mantissa	25
multiplier1.final_mantissa	25
adder1.Y	32
adder1.B_exponent	8
multiplier1.final_exponent	10
state	5
## how the worst min path moves through the flow
stage                 slack [ns]                    to  cells after the start
final                       0.42  adder2.B_exponent[3]                      0
after CTS                   0.42  adder2.B_exponent[5]                      0
after global routing        0.43  adder2.B_exponent[6]                      0
